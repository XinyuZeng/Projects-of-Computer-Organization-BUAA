### run.sh
#!/bin/bash
# OpenROAD 26Q1-2900-gdf79404cd8, Yosys 0.63+post, stock flow scripts
make -C /OpenROAD-flow-scripts/flow DESIGN_CONFIG=/design/flow/config.mk WORK_HOME=/design/flow/orfs finish
### config.mk
export PLATFORM = sky130hd
export DESIGN_NAME = PipeR_EX_MEM
export DESIGN_NICKNAME = PipeR_EX_MEM
export VERILOG_FILES = /design/flow/design.v
export SDC_FILE = /design/flow/constraint.sdc
export NUM_CORES = 4
export LEC_CHECK = 1
export CORE_AREA = 10 10 194 194
export DIE_AREA = 0 0 204 204
### constraint.sdc
current_design PipeR_EX_MEM

set clk_period 1.0
set clk_io_pct 0.2

create_clock -name clk0 -period $clk_period [get_ports {clk}]

set non_clock_inputs [all_inputs -no_clocks]
set_input_delay [expr $clk_period * $clk_io_pct] -clock clk0 $non_clock_inputs
set_output_delay [expr $clk_period * $clk_io_pct] -clock clk0 [all_outputs]
### design.v
`timescale 1ns / 1ps
module PipeR_IF_ID(
    input clk,
    input reset,
    input stall,
    input [31:0] IR,
    input [31:0] ADD4,
    output reg [31:0] IR_D,
    output reg [31:0] PC4_D,
    output reg [31:0] PC8_D
    );
	integer i;
	initial begin
		for(i=0;i<32;i=i+1) begin
			IR_D[i] <= 0;
			PC4_D[i] <= 0;
			PC8_D[i] <=0;
		end
	end
	always @(posedge clk) begin
		if(reset) begin
			IR_D <= 0;
			PC4_D <= 0;
			PC8_D <=0;
		end
		else if(stall)begin
			IR_D <= IR_D;
			PC4_D <= PC4_D;
			PC8_D <= PC8_D;
		end
		else begin
			IR_D <= IR;
			PC4_D <= ADD4;
			PC8_D <= ADD4+4;
		end
	end
endmodule
module PipeR_ID_EX(
	input cmp,
		input clk,
		input reset,
		inout [31:0] IR_D,
		input [31:0] PC8_D,
		input [31:0] MFRSD,
		input [31:0] MFRTD,
		input [31:0] im32,
		output reg [31:0] IR_E,
		output reg [31:0] PC8_E,
		output reg [31:0] R_RS_E,
		output reg [31:0] R_RT_E,
		output reg [31:0] im32_E,
		output reg cmp_e
	);
	integer i;
	initial begin
		for(i=0;i<32;i=i+1) begin
			IR_E[i] <= 0;
			PC8_E[i] <= 0;
			R_RS_E[i] <= 0;
			R_RT_E[i] <= 0;
			im32_E[i] <= 0;
			cmp_e <= 0;
		end
	end
	always @(posedge clk) begin
		if(reset) begin
			IR_E <= 0;
			PC8_E <= 0;
			R_RS_E <= 0;
			R_RT_E <= 0;
			im32_E <= 0;
			cmp_e <= 0;
		end
		else begin
			IR_E <= IR_D;
			PC8_E <= PC8_D;
			R_RS_E <= MFRSD;
			R_RT_E <= MFRTD;
			im32_E <= im32;
			cmp_e <= cmp;
		end
	end
endmodule
module PipeR_EX_MEM(
		input cmp_e,
		input clk,
		input reset,
		input [31:0] IR_E,
		input [31:0] PC8_E,
		input [31:0] ALUout,
		input [31:0] XALUout,
		input [31:0] MFRTE,
		output reg [31:0] IR_M,
		output reg [31:0] PC8_M,
		output reg [31:0] AO_M,
		output reg [31:0] XAO_M,
		output reg [31:0] MFRTE_M,
		output reg cmp_m
	);
	integer i;
	initial begin
		for(i=0;i<32;i=i+1) begin
			IR_M[i] <= 0;
			PC8_M[i] <= 0;
			AO_M[i] <= 0;
			XAO_M[i] <= 0;
			MFRTE_M[i] <= 0;
			cmp_m <= 0;
		end
	end
	always @(posedge clk) begin
		if(reset) begin
			IR_M <= 0;
			PC8_M <= 0;
			AO_M <= 0;
			XAO_M[i] <= 0;
			MFRTE_M <= 0;
			cmp_m <= 0;
		end
		else begin
			IR_M <= IR_E;
			PC8_M <= PC8_E;
			AO_M <= ALUout;
			XAO_M <= XALUout;
			MFRTE_M <= MFRTE;
			cmp_m <= cmp_e;
		end
	end
endmodule
module PipeR_MEM_WB(
		input [31:0] XAO_M,
		input cmp_m,
		input clk,
		input reset,
		inout [31:0] IR_M,
		input [31:0] PC8_M,
		input [31:0] ALUout_M,
		input [31:0] DM_out,
		output reg [31:0] IR_W,
		output reg [31:0] PC8_W,
		output reg [31:0] ALUout_W,
		output reg [31:0] DM_W,
		output reg cmp_w,
		output reg [31:0] XAO_W
	);
	integer i;
	initial begin
		for(i=0;i<32;i=i+1) begin
			IR_W[i] <= 0;
			PC8_W[i] <= 0;
			ALUout_W[i] <= 0;
			DM_W[i] <= 0;
			cmp_w <= 0;
			XAO_W[i] <= 0;
		end
	end
	always @(posedge clk) begin
		if(reset) begin
			IR_W <= 0;
			PC8_W <= 0;
			ALUout_W <= 0;
			DM_W <= 0;
			cmp_w <= 0;
			XAO_W <= 0;
		end
		else begin
			IR_W <= IR_M;
			PC8_W <= PC8_M;
			ALUout_W <= ALUout_M;
			DM_W <= DM_out;
			cmp_w <= cmp_m;
			XAO_W <= XAO_M;
		end
	end
endmodule
module ControlPipeE(
	input clk,
	input reset,
	input [1:0] Res,
	input [4:0] A1,
	input [4:0] A2,
	input [4:0] A3,
	output reg [1:0] Res_E,
	output reg [4:0] A1_E,
	output reg [4:0] A2_E,
	output reg [4:0] A3_E
	);
	always @(posedge clk) begin
		if (reset) begin
			Res_E <= 0;
			A1_E <= 0;
			A2_E <= 0;
			A3_E <= 0;
		end
		else begin
			Res_E <= Res;
			A1_E <= A1;
			A2_E <= A2;
			A3_E <= A3;
		end
	end
endmodule
module ControlPipeM(
	input clk,
	input reset,
	input [1:0] Res_E,
	input [4:0] A1_E,
	input [4:0] A2_E,
	input [4:0] A3_E,
	output reg [1:0] Res_M,
	output reg [4:0] A1_M,
	output reg [4:0] A2_M,
	output reg [4:0] A3_M
	);
	always @(posedge clk) begin
		if (reset) begin
			Res_M <= 0;
			A1_M <= 0;
			A2_M <= 0;
			A3_M <= 0;
		end
		else begin
			Res_M <= Res_E;
			A1_M <= A1_E;
			A2_M <= A2_E;
			A3_M <= A3_E;
		end
	end
endmodule
module ControlPipeW(
	input clk,
	input reset,
	input [1:0] Res_M,
	input [4:0] A1_M,
	input [4:0] A2_M,
	input [4:0] A3_M,
	output reg [1:0] Res_W,
	output reg [4:0] A1_W,
	output reg [4:0] A2_W,
	output reg [4:0] A3_W
	);
	always @(posedge clk) begin
		if (reset) begin
			Res_W <= 0;
			A1_W <= 0;
			A2_W <= 0;
			A3_W <= 0;
		end
		else begin
			Res_W <= Res_M;
			A1_W <= A1_M;
			A2_W <= A2_M;
			A3_W <= A3_M;
		end
	end
endmodule
==> run summary <==
State of the implementation.

- Entering global routing, the biggest net connects 50 pins.
- The layout overhead on the synthesized area is 84.6%, for reference.
- Before any placement, the netlist area is recorded as 4430 um2.
- The transition time of the tightest slew-check pin is 0.269 ns, for reference.
- The setup slack after layout is -0.144 ns, for reference.
- The critical path startpoint category is a flip-flop, for reference.
- Per the repair_timing log after CTS, setup buffers inserted total 0.
- The logs give a warning total of 28.
- The via count of the first global-routing pass is 3425, for reference.
- The global-route usage over all layers is 0.0763, for reference.
- The CTS H-tree depth is 4, for reference.
- The chip width is 204 um, for reference.
- Power spread over the standard cell area amounts to 1840 nW/um2.
- Walking the worst path, the cells encountered are buf_2.
- Per STA, the highest per-stage delay on the worst path measures 0.38 ns.
- The congestion estimate from routability-driven global placement came to 0.767.
- The count of clock tree sinks is 161, for reference.
- The category of cells accounting for the largest share of critical-path delay is flip-flops, for reference.
- The final wirelength is 16500 um, for reference.
- Measured along the y axis, the die boundary spans 204 um.
- STA reports the tightest min-delay check as being of type input port to flip-flop.
- After clock tree synthesis, the flow added hold-fix buffers numbering 0.
- The remaining routing DRC violations is 0, for reference.
- The setup slack at placement is -0.211 ns, for reference.
- Across the VDD grid, the largest voltage drop is 0.00112 V.
- STA puts the critical path data required time at 0.80 ns.
- The HPWL reported at the end of detailed placement is 13300 um, for reference.
- Dividing the detail-routed wire length by the instance count gives 14.9 um.
- The final timing report lists a hold violation count of 0.
- The maximum clock insertion buffer count is 2, for reference.
- The maximum clock frequency is 874 MHz, for reference.
- The cell depth of the worst setup path is 1, for reference.
- The die footprint is 41600 um2, for reference.
- The via count is 3296, for reference.
- The share of the core area taken by cells at floorplan is 0.132.
- Setup repair after global routing could not meet its margin everywhere.
- The final antenna-violating net count is 0, for reference.
- The number of cells reported by Yosys stat comes to 305.
- The first detailed-routing pass ran for 4 iterations.
- The worst slew margin relative to its limit is 0.820, for reference.
- The number of input and output port buffers inserted is 323, for reference.
- In the final layout, the share of cells above drive strength 1 is 0.344.
- The worst setup path is captured at an output pin.
- The number of setup violations in the final report is 161, for reference.
- The count of fill cells added during filler insertion is 3547, for reference.
- The final critical delay including setup and external delays is 1.14 ns, for reference.
- Looking at the critical path, the highest net fanout was 1.
- The first global-routing pass estimated 23400 um of wire.
- Once the clock tree was built, the resizer swapped 548 gates to a different size.
- The initial antenna violation count came to 0.
- In the final report, the number of pins over their slew limit comes to 0.
- The arrival time of data at the critical path endpoint is 0.94 ns, for reference.
- The total buffers and inverters traversed by the critical path is 1, for reference.
- The post-CTS clock slew at the launch and capture registers of the worst setup and hold paths is 0.07 ns, for reference.
- The highest-delay cell along the critical path is sky130_fd_sc_hd__edfxtp_1, for reference.
- The top cell types in the final layout, fill and taps aside, are sky130_fd_sc_hd__clkdlybuf4s50_1 (161), sky130_fd_sc_hd__buf_2 (153), sky130_fd_sc_hd__nor2b_1 (129), sky130_fd_sc_hd__dfxtp_1 (110), sky130_fd_sc_hd__edfxtp_1 (32).
- The mean number of vias per cell is 2.97, for reference.
- The chip area from the yosys synthesis statistics is 4430 um2, for reference.
- In the hold timing report, the worst path depth is 3.
- Summed over all layers, the global routing overflow is 0.
- Yosys reported a register bit count of 161.
- TritonCTS built the clock tree.
- Post-route period utilization is reported as 1.14.
- The number of unique standard cell types used by synthesis is 6, for reference.
- The number of buffers created by CTS is 17, for reference.
- The top-level I/O count is 324, for reference.
- The post-synthesis average cell area is 14.5 um2, for reference.
- The flow ran to the end, but the final reports show violations.
- The checks that failed: setup timing.
- For this run, the register share of the synthesized area comes to 0.800.
- The final report lists a non-filler cell total of 1108.
- The floorplan core area is 33400 um2, for reference.
- The count of maximum capacitance violations is 0, for reference.
- The static leakage is 0.00344 uW, for reference.
- The total inserted antenna cells is 0, for reference.
- Detailed-route iteration 0 reported a violation count of 78.
- The floorplan has 67 rows.
- The cell count after synthesis is 305, for reference.
- The critical path in this run is classified as flip-flop to output pin.
- In this run the clock root is driven by a sky130_fd_sc_hd__clkbuf_16.
- Counting tap cells, the placed design contains a total of 1076 instances.
- The synthesis report lists the Yosys warning total as 1.
- Counting only logic cells after layout, the most numerous master is sky130_fd_sc_hd__clkdlybuf4s50_1.
[final timing paths]
path	start	slack, ns	endpoint
min	reset	0.22	MFRTE_M[22]
max	XAO_M[15]	-0.14	XAO_M[15]
[kinds of logic after synthesis]
group,share of synthesized area
buffers and inverters,0.0172
flip-flops,0.800
AND/OR/NAND/NOR,0.182
[where the power goes]
part | total [uW] | switching (uW) | internal [uW] | leakage, uW
logic | 1340 | 362 | 978 | 0.00175
clock network | 6580 | 2930 | 3660 | 0.000290
registers | 7100 | 85.0 | 7010 | 0.00139
total | 15000 | 3370 | 11600 | 0.00344
[registers in the layout, indices dropped and copies added (netlist names)]
signal	cells
AO_M	32
IR_M	32
MFRTE_M	32
PC8_M	32
XAO_M	32
cmp_m	1
[synth_stat cells]
library cell	count	area share
sky130_fd_sc_hd__edfxtp_1	32	0.22
sky130_fd_sc_hd__inv_1	1	0.00085
sky130_fd_sc_hd__buf_4	1	0.0017
sky130_fd_sc_hd__nor2b_1	129	0.18
sky130_fd_sc_hd__buf_2	13	0.015
sky130_fd_sc_hd__dfxtp_1	129	0.58
[layout make-up]
| type | count | area [um2] | share of cell area |
|---|---|---|---|
| Sequential cell | 161 | 3570 | 0.437 |
| Clock inverter | 14 | 145 | 0.0178 |
| Multi-Input combinational cell | 129 | 807 | 0.0988 |
| Clock buffer | 18 | 450 | 0.0551 |
| Timing Repair Buffer | 337 | 2630 | 0.322 |
| Tap cell | 448 | 561 | 0.0686 |
| Inverter | 1 | 7.51 | 0.000919 |
[through the flow]
step	instance area [um2]	TNS, ns	hold slack (ns)	utilization	power (uW)
after global routing	8170	-18.06	0.213	0.244	15700
after detailed placement	8300	-0.813	0.682	0.248	8970
after global placement	8300	-0.929	0.683	0.248	8960
after floorplan	4450	-3.39	0.299	-	7410
final	8170	-8.84	0.223	0.244	15000
after CTS	8140	-15.87	0.197	0.243	15300
[layer usage]
metal | track usage | vias up | wire length, um
met5 | 0 | - | 0
met4 | 0.0111 | 0 | 255
met3 | 0.0400 | 11 | 1960
met2 | 0.130 | 174 | 8240
met1 | 0.0849 | 1479 | 6040
li1 | - | 1632 | -
Power is estimated from default activity; no workload was simulated.
